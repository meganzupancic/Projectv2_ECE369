==> flow/design.v <==
`timescale 1ns / 1ps
module EX_MEM(MemWrite_in_EXMEM, MemRead_in_EXMEM, Branch_in_EXMEM, MemtoReg_in_EXMEM, 
                RegWrite_in_EXMEM, ALUAddResult_in_EXMEM, Zero_in_EXMEM, ALUResult_in_EXMEM, 
                ReadData2_in_EXMEM, mux2_Result_in_EXMEM,
                MemWrite_out_EXMEM, MemRead_out_EXMEM, Branch_out_EXMEM, MemtoReg_out_EXMEM, 
                RegWrite_out_EXMEM, ALUAddResult_out_EXMEM, Zero_out_EXMEM, ALUResult_out_EXMEM, 
                ReadData2_out_EXMEM, mux2_Result_out_EXMEM,
                size_in_EXMEM, size_out_EXMEM, Clk_in, Rst, JR_in_EXMEM, JR_out_EXMEM);
  input MemWrite_in_EXMEM;
  input MemRead_in_EXMEM;
  input Branch_in_EXMEM;
  input MemtoReg_in_EXMEM;
  input RegWrite_in_EXMEM;
  input [31:0] ALUAddResult_in_EXMEM;
  input Zero_in_EXMEM;
  input [31:0] ALUResult_in_EXMEM;
  input [31:0] ReadData2_in_EXMEM;
  input [4:0] mux2_Result_in_EXMEM;
  input [1:0] size_in_EXMEM;
  input Clk_in;
  input Rst;
  input JR_in_EXMEM;
  output reg MemWrite_out_EXMEM;
  output reg MemRead_out_EXMEM;
  output reg Branch_out_EXMEM;
  output reg MemtoReg_out_EXMEM;
  output reg RegWrite_out_EXMEM;
  output reg [31:0] ALUAddResult_out_EXMEM;
  output reg Zero_out_EXMEM;
  output reg [31:0] ALUResult_out_EXMEM;
  output reg [31:0] ReadData2_out_EXMEM;
  output reg [4:0] mux2_Result_out_EXMEM;
  output reg [1:0] size_out_EXMEM;
  output reg JR_out_EXMEM;
  always @(posedge Rst or posedge Clk_in) begin
      if (Rst) begin
          MemWrite_out_EXMEM <= 0;
          MemRead_out_EXMEM <= 0;
          Branch_out_EXMEM <= 0;
          MemtoReg_out_EXMEM <= 0;
          RegWrite_out_EXMEM <= 0;
          ALUAddResult_out_EXMEM <= 0;
          Zero_out_EXMEM <= 0;
          ALUResult_out_EXMEM <= 0;
          ReadData2_out_EXMEM <= 0;
          mux2_Result_out_EXMEM <= 0;
          size_out_EXMEM <= 0;
          JR_out_EXMEM <= 0;
      end
      else if (Clk_in) begin
          MemWrite_out_EXMEM <= MemWrite_in_EXMEM;
          MemRead_out_EXMEM <= MemRead_in_EXMEM;
          Branch_out_EXMEM <= Branch_in_EXMEM;
          MemtoReg_out_EXMEM <= MemtoReg_in_EXMEM;
          RegWrite_out_EXMEM <= RegWrite_in_EXMEM;
          ALUAddResult_out_EXMEM <= ALUAddResult_in_EXMEM;
          Zero_out_EXMEM <= Zero_in_EXMEM;
          ALUResult_out_EXMEM <= ALUResult_in_EXMEM;
          ReadData2_out_EXMEM <= ReadData2_in_EXMEM;
          mux2_Result_out_EXMEM <= mux2_Result_in_EXMEM;
          size_out_EXMEM <= size_in_EXMEM;
          JR_out_EXMEM <= JR_in_EXMEM;
      end
  end
endmodule
==> flow/run.sh <==
#!/bin/bash
# OpenROAD 26Q1-2900-gdf79404cd8, Yosys 0.63+post, stock flow scripts
make -C /OpenROAD-flow-scripts/flow DESIGN_CONFIG=/design/flow/config.mk WORK_HOME=/design/flow/orfs finish
==> flow/config.mk <==
export PLATFORM = sky130hd
export DESIGN_NAME = EX_MEM
export DESIGN_NICKNAME = EX_MEM
export VERILOG_FILES = /design/flow/design.v
export SDC_FILE = /design/flow/constraint.sdc
export NUM_CORES = 4
export LEC_CHECK = 1
export CORE_UTILIZATION = 40
==> flow/constraint.sdc <==
current_design EX_MEM

set clk_period 1.0
set clk_io_pct 0.2

create_clock -name clk0 -period $clk_period [get_ports {Clk_in}]

set non_clock_inputs [all_inputs -no_clocks]
set_input_delay [expr $clk_period * $clk_io_pct] -clock clk0 $non_clock_inputs
set_output_delay [expr $clk_period * $clk_io_pct] -clock clk0 [all_outputs]
==> CHANGELOG.md <==
### Implementation results

- Violated checks: negative setup slack
- Fin area: 0.00482 mm²
- Hold Crit Class: input port to flip-flop
- Core Region: 0.00649 mm²
- Critical Path AT: 910 ps
- DR vias: 1811
- Maximum clock path buffer count: 2
- CTS buffer count: 9
- Min Tclk post-route: 1110 ps
- Chip area in the Yosys report: 0.00276 mm²
- DRC viols: 0
- Mapped Area: 0.00276 mm²
- GRT Overall Usage: 23.6%
- Crit Path Max Fanout: 1
- Logic area: 0 µm²
- Detailed placer's ending HPWL: 5.92 mm
- CTS tree: built
- Fmax achieved: 904 MHz
- Mux area share: 0%
- Adder-cell area share of the yosys netlist: 0%
- Top-Level Pins: 222
- VDD IR max: 1.06 mV
- Yosys cell count: 111
- Seq share, synth: 99.9%
- I/O Buffers: 221
- Most numerous logic cell after layout: clkdlybuf4s50_1
- Slowest CP cell: dfrtp_1
- CP top delay family: flip-flops
- Global route overflow: 0
- Status: finished with violations
- WL per Instance: 18.3 µm
- Fraction of layout cells with a size suffix above 1: 37.0%
- Die X-Extent: 85.0 µm
- MaxCap Viol Count: 0
- Period utilisation layout: 111%
- Synth unique cells: 2
- Area Growth Syn to Fin: 74.7%
- Comb area leader: buffers and inverters
- WP data required: 800 ps
- Max H-tree Level: 3
- Rel. slew slack: 86.5%
- Init Core Util: 42.4%
- Setup ws final: -106 ps
- Largest net degree at the start of global routing: 39
- Final WL: 7.81 mm
- CTS root buf: clkbuf_8
- Final hold vios: 0
- Slowest stage delay, CP: 410 ps
- Most instantiated logic cells after routing: clkdlybuf4s50_1 (111), dfrtp_1 (110), buf_2 (109)
- Vias in the first global route: 1849
- Antenna-violating nets left: 0
- Worst-Margin Slew: 203 ps
- Crit path buffers/inverters: 1
- Worst Setup Path Type: flip-flop to output port
- # diodes: 0
- Ao+oa area frac: 0%
- Via/cell ratio: 4.23
- CP Capture Type: output port
- Number of setup buffers added after CTS: 0
- Violation tally from detailed-route iteration zero: 38
- Yosys xor share: 0%
- Leak: 2.29 nW
- Sink Count: 110
- Crit start category: flip-flop
- Setup-failing EPs final: 110
- Syn Area/Cell: 24.8 µm²
- Placed cell area: 0.00513 mm²
- Chip area: 0.00723 mm²
- Initial antenna violation count: 0
- Chip height: 85.0 µm
- Critical path, cell by cell: buf_2
- Mapped Cells: 111
- Power after layout: 8.37 mW
- Ys flops: 110
- First-pass iteration count of the detailed router: 3
- First-pass GRT wire length: 11.5 mm
- Setup repair after global routing missed its margin: yes
- Simple Share, Synth: 0%
- Cell Pwr Density: 1740 mW/mm²
- Clk pin slew, worst setup/hold paths: 100 ps
- Yosys warnings: 1
- Multi-input gates: 0
- Row count: 29
- Routability cong.: 0.766
- Tool warning count: 29
- Slew Viols, Final: 0
## cells by family after synthesis
| kind of cell | after synthesis |
|---|---|
| buffers and inverters | 1 |
| flip-flops | 110 |
## synthesized netlist by cell type
cell type,number,area [µm²]
dfrtp_1,110,2750
inv_1,1,3.75
## through the flow
step	utilization, %	hold WS, ps	worst slack (ps)	TNS (ps)	std cells
global route	74.1	248	-154	-8530	428
floorplan	-	231	-529	-58240	111
finish	74.1	268	-106	-3570	428
global placement	79.0	644	-38.9	-52.3	412
CTS	74.1	254	-117	-5400	428
detailed placement	79.0	648	-32.9	-81.6	412
## worst paths after layout
| path | start | to | slack, ps | cells past startpoint |
|---|---|---|---|---|
| min in group asynchronous | Rst | ALUResult_out_EXMEM[29]$_DFF_PP0_ | 290 | 3 |
| max | ALUAddResult_out_EXMEM[30]$_DFF_PP0_ | ALUAddResult_out_EXMEM[30] | -110 | 1 |
| max in group asynchronous | Rst | ALUAddResult_out_EXMEM[23]$_DFF_PP0_ | 510 | 3 |
| min | ALUAddResult_in_EXMEM[4] | ALUAddResult_out_EXMEM[4]$_DFF_PP0_ | 270 | 1 |
## layout make-up
type                  count  area [µm²]
sequential              110        2750
clock inverter            6        93.8
timing repair buffer    224        1730
clock buffer             10         138
tap                      77        96.3
inverter                  1        7.51
fill                    446        1680
## per-layer routing
metal,GRT usage (%),share of wire (%),vias up
li1,-,-,807
met1,35.0,37,850
met5,0,0,-
met3,10.9,14,15
met2,34.9,47,139
met4,5.24,2.4,0
## flip-flops by register name, indices dropped and copies added, names as in the netlist
register                cells
MemRead_out_EXMEM           1
MemWrite_out_EXMEM          1
MemtoReg_out_EXMEM          1
size_out_EXMEM              2
Zero_out_EXMEM              1
ReadData2_out_EXMEM        32
ALUAddResult_out_EXMEM     32
JR_out_EXMEM                1
RegWrite_out_EXMEM          1
Branch_out_EXMEM            1
ALUResult_out_EXMEM        32
mux2_Result_out_EXMEM       5
## power by group
group	internal, mW	switching, mW
clock	1.50	1.42
combinational	0.543	0.199
sequential	4.66	0.0510
## timing repair
| item | in CTS | in global routing |
|---|---|---|
| hold buffers | 0 | 0 |
| resized | 342 | 1 |
| gates cloned | 0 | 0 |
| endpoints found under the setup margin | 110 | 110 |
Power and IR drop assume default switching activity.
