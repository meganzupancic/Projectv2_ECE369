==> design/flow/design.v <==
`timescale 1ns / 1ps
module ID_EX(PCAddResult_in_IDEX, ReadData1_in_IDEX, ReadData2_in_IDEX, signExtend_in_IDEX, rt_in_IDEX, 
                rd_in_IDEX, RegWrite_in_IDEX, MemtoReg_in_IDEX, Branch_in_IDEX, MemRead_in_IDEX, 
                MemWrite_in_IDEX, RegDst_in_IDEX, ALUOp_in_IDEX, ALUSrc_in_IDEX, 
                PCAddResult_out_IDEX, ReadData1_out_IDEX, ReadData2_out_IDEX, signExtend_out_IDEX, 
                rt_out_IDEX, rd_out_IDEX, RegWrite_out_IDEX, MemtoReg_out_IDEX, Branch_out_IDEX, 
                MemRead_out_IDEX, MemWrite_out_IDEX, RegDst_out_IDEX, ALUOp_out_IDEX, ALUSrc_out_IDEX,
                size_in_IDEX, size_out_IDEX, Clk_in, Rst, JR_in_IDEX, JR_out_IDEX); 
  input [31:0] PCAddResult_in_IDEX;
  input [31:0] ReadData1_in_IDEX;
  input [31:0] ReadData2_in_IDEX;
  input [31:0] signExtend_in_IDEX;
  input [4:0] rt_in_IDEX;
  input [4:0] rd_in_IDEX;
  input RegWrite_in_IDEX;
  input MemtoReg_in_IDEX;
  input Branch_in_IDEX;
  input MemRead_in_IDEX;
  input MemWrite_in_IDEX;
  input RegDst_in_IDEX;
  input [5:0] ALUOp_in_IDEX;
  input ALUSrc_in_IDEX; 
  input [1:0] size_in_IDEX;
  input Clk_in;
  input Rst;
  input JR_in_IDEX;
  output reg [31:0] PCAddResult_out_IDEX;
  output reg [31:0] ReadData1_out_IDEX;
  output reg [31:0] ReadData2_out_IDEX;
  output reg [31:0] signExtend_out_IDEX;
  output reg [4:0] rt_out_IDEX;
  output reg [4:0] rd_out_IDEX;
  output reg RegWrite_out_IDEX;
  output reg MemtoReg_out_IDEX;
  output reg Branch_out_IDEX;
  output reg MemRead_out_IDEX;
  output reg MemWrite_out_IDEX;
  output reg RegDst_out_IDEX;
  output reg [5:0] ALUOp_out_IDEX;
  output reg ALUSrc_out_IDEX;
  output reg [1:0] size_out_IDEX;
  output reg JR_out_IDEX;
  always @(posedge Rst or posedge Clk_in) begin
    if (Rst) begin
        PCAddResult_out_IDEX <= 0;
        ReadData1_out_IDEX <= 0;
        ReadData2_out_IDEX <= 0;
        signExtend_out_IDEX <= 0;
        rt_out_IDEX <= 0;
        rd_out_IDEX <= 0;
        RegWrite_out_IDEX <= 0;
        MemtoReg_out_IDEX <= 0;
        Branch_out_IDEX <= 0;
        MemRead_out_IDEX <= 0;
        MemWrite_out_IDEX <= 0;
        RegDst_out_IDEX <= 0;
        ALUOp_out_IDEX <= 0;
        ALUSrc_out_IDEX <= 0; 
        size_out_IDEX <= 0;
        JR_out_IDEX <= 0;
    end
    else if (Clk_in) begin
        PCAddResult_out_IDEX <= PCAddResult_in_IDEX;
        ReadData1_out_IDEX <= ReadData1_in_IDEX;
        ReadData2_out_IDEX <= ReadData2_in_IDEX;
        signExtend_out_IDEX <= signExtend_in_IDEX;
        rt_out_IDEX <= rt_in_IDEX;
        rd_out_IDEX <= rd_in_IDEX;
        RegWrite_out_IDEX <= RegWrite_in_IDEX;
        MemtoReg_out_IDEX <= MemtoReg_in_IDEX;
        Branch_out_IDEX <= Branch_in_IDEX;
        MemRead_out_IDEX <= MemRead_in_IDEX;
        MemWrite_out_IDEX <= MemWrite_in_IDEX;
        RegDst_out_IDEX <= RegDst_in_IDEX;
        ALUOp_out_IDEX <= ALUOp_in_IDEX;
        ALUSrc_out_IDEX <= ALUSrc_in_IDEX; 
        size_out_IDEX <= size_in_IDEX;
        JR_out_IDEX <= JR_in_IDEX;
    end
  end
endmodule
==> design/flow/run.sh <==
#!/bin/bash
# OpenROAD 26Q1-2900-gdf79404cd8, Yosys 0.63+post, stock flow scripts
make -C /OpenROAD-flow-scripts/flow DESIGN_CONFIG=/design/flow/config.mk WORK_HOME=/design/flow/orfs finish
==> design/flow/config.mk <==
export PLATFORM = sky130hd
export DESIGN_NAME = ID_EX
export DESIGN_NICKNAME = ID_EX
export VERILOG_FILES = /design/flow/design.v
export SDC_FILE = /design/flow/constraint.sdc
export NUM_CORES = 4
export LEC_CHECK = 1
export CORE_AREA = 10 10 193 193
export DIE_AREA = 0 0 203 203
==> design/flow/constraint.sdc <==
current_design ID_EX

set clk_period 1.0
set clk_io_pct 0.2

create_clock -name clk0 -period $clk_period [get_ports {Clk_in}]

set non_clock_inputs [all_inputs -no_clocks]
set_input_delay [expr $clk_period * $clk_io_pct] -clock clk0 $non_clock_inputs
set_output_delay [expr $clk_period * $clk_io_pct] -clock clk0 [all_outputs]
==> GITHUB_STEP_SUMMARY <==
### Metrics collected by this job

| Metric | Value |
|---|---|
| Status | complete, but fails checks |
| Failing checks | negative setup slack |
| Routed wire per std cell | 14.6 um |
| Cell variety after synth | 2 |
| Unrepaired setup endpoints after global routing | true |
| Basic Gates by Area | 0% |
| Routed Antenna Nets | 0 |
| P_int | ~0.011 W |
| Placed cells | 928 |
| Hold Fails Final Rpt | 0 |
| Hold Path Class | input port to asynchronous set/reset pin |
| Ports | 310 |
| P_sw | 0.00304 W |
| Max_cap viols | 0 |
| Vias per inst | roughly 2.7 |
| CP max FO | 1 |
| Cycle use final | 112% |
| Largest delay contributor family on the critical path | flip-flops |
| Yosys aoi share | 0% |
| Setup crit start | signExtend_out_IDEX[3]$_DFF_PP0_ |
| Cell Chain, Critical Path | buf_2 |
| Total Routing Usage GR | 6.61% |
| Pleak | 3.42 nW |
| Num Clock Sinks | between 150 and 200 |
| Yosys cell count | between 150 and 200 |
| Final min period | 1.12 ns |
| Yosys chip area | just under 4000 um2 |
| Overall power | 0.0142 W |
| IO buf count | 309 |
| Die area | 41,200 um2 |
| Final Instance Count excl. Fillers | approximately 960 |
| Final tally of max-slew violations | 0 |
| Area grow syn2layout | 96.5% |
| Cell taking the most area after synthesis | dfrtp_1 |
| Switching part of the total | 21.4% |
| Synthesized area per cell | roughly 25 um2 |
| Dpl hpwl | 11.2 mm |
| Post-synth EDFFs | 0 |
| Syn Inst Count | 155 |
| Area leader share | roughly 100% |
| Logic area | 0 um2 |
| Ys Warns | 1 |
| Clk pwr share | 45.4% |
| Residual DRC count | 0 |
| GR Overflow Total | 0 |
| Fmax | 0.889 GHz |
| Site Rows | 66 |
| WP data arrival | 0.92 ns |
| Num CTS Buffers | 17 |
| Area fraction in mux cells | 0% |
| Chip width | 203 um |
| Cts hold-fix bufs | 0 |
| Worst path bufs/invs | 1 |
| CP required | 0.80 ns |
| Setup Fix Bufs, Post-CTS | 0 |
| Comb power frac | 8.0% |
| Number of logic gates | 0 |
| XOR/XNOR Area Share | 0% |
| Top cells by count | dfrtp_1 (154), inv_1 (1) |
| Largest net degree at the start of global routing | 21 |
| Slew headroom | around 85% |
| Crit path kind | register to primary output |
| Clock transition at the registers of the reported paths | 0.06 ns |
| GPL Wtd Cong | 0.757 |
| Peak supply drop | 0.00128 V |
| Tool Warnings | 28 |
| Vias in the first global route | 3,005 |
| Pre-antenna DRT Iters | 3 |
| Share of layout cells above drive strength 1 | 39.8% |
| Via Count | roughly 2,600 |
| Crit path max-delay cell type | dfrtp_1 |
| Bufs on Longest Clock Path | 2 |
| Top non-seq family | buffers and inverters |
| Power Dens Cells | about 1900 nW/um2 |
| DR iter-0 viols | 48 |
| Final Setup Violations | approximately 150 |
| Wirelength, routed | 14.0 mm |
| First-pass GRT wire length | roughly 20 mm |
| ANT cells | 0 |
| Root Buffer | clkbuf_16 |
| Critical Path Start Type | register |
| Critical Path Max Stage Delay | 0.38 ns |
| Dominant flop cell | dfrtp_1 |
| Die Span Y | ~200 um |
| FP Util | 11.8% |
| Hold_ws | 0.187 ns |
| Yosys reg bits | 154 |
| Synth Cell Area | 3860 um2 |
| Critical Path End Type | primary output |
| CTS tree | yes |
| Worst slew pin tran | ~0.22 ns |
| Flop pwr share | 46.6% |
| Max H-tree Level | 4 |
| Synth Seq Share | 99.9% |
| Yosys adder share | 0% |
| Setup slack after layout | -0.124 ns |
| Cell area leaders | dfrtp_1 (100%), inv_1 (0.097%) |
| Core region area | about 33,000 um2 |
| Initial antenna violation count | 1 |
| Count leader, synth | dfrtp_1 |
| Async set or reset register ratio after synthesis | 100% |
[flip-flops by register name, summed over array words and instances (netlist names)]
| signal | cells |
|---|---|
| ALUSrc_out_IDEX | 1 |
| MemWrite_out_IDEX | 1 |
| ALUOp_out_IDEX | 6 |
| size_out_IDEX | 2 |
| RegWrite_out_IDEX | 1 |
| MemRead_out_IDEX | 1 |
| JR_out_IDEX | 1 |
| rd_out_IDEX | 5 |
| Branch_out_IDEX | 1 |
| RegDst_out_IDEX | 1 |
| ReadData1_out_IDEX | 32 |
| rt_out_IDEX | 5 |
| ReadData2_out_IDEX | 32 |
| MemtoReg_out_IDEX | 1 |
| signExtend_out_IDEX | 32 |
| PCAddResult_out_IDEX | 32 |
[timing repair]
item / CTS / global route
endpoints found under the setup margin: 154 / 154
resized: 496 / 2
pin swaps: 0 / 0
[power by group through the flow]
| stage | Clock (W) | Combinational [W] | Sequential, W |
|---|---|---|---|
| 4_1_cts | 0.00671 | 0.00118 | 0.00661 |
| 5_1_grt | 0.00696 | 0.00124 | 0.00664 |
| 6_report | 0.00644 | 0.00113 | 0.00661 |
[metrics by stage]
stage / instance area, um2 / TNS (ns) / util (%) / setup slack, ns
finish: 7580 / -14.50 / 23.1 / -0.124
global route: 7580 / -24.19 / 23.1 / -0.191
CTS: 7570 / -22.43 / 23.1 / -0.181
detailed placement: 7760 / -0.112 / 23.7 / -0.0667
global placement: 7760 / -0.106 / 23.7 / -0.0678
floorplan: 3860 / -176.32 / - / -1.14
[cell families after synthesis]
kind of cell | after synthesis
DFF | 154
buffers and inverters | 1
[area by class of cell]
| type | instances | area [um2] |
|---|---|---|
| Sequential cell | 154 | 3850 |
| Inverter | 1 | 7.51 |
| Clock buffer | 21 | 450 |
| Clock inverter | 11 | 135 |
| Tap cell | 442 | 553 |
| Timing Repair Buffer | 331 | 2580 |
| Fill cell | 3487 | 25200 |
[worst max path at each step]
| stage | slack, ns | depth (start not counted) | to |
|---|---|---|---|
| after CTS | -0.18 | 1 | signExtend_out_IDEX[3] |
| after global routing | -0.19 | 1 | signExtend_out_IDEX[3] |
| final | -0.12 | 1 | signExtend_out_IDEX[3] |
[layer usage]
layer	global-route usage (%)	share of wire, %
met3	4.08	13
met1	7.26	36
met5	0	0.093
met2	10.8	49
met4	1.17	1.9
[cell usage in the layout, fill, tap and decap left out]
cell type          n
dfrtp_1          154
buf_4             15
buf_12             7
clkdlybuf4s50_1  155
bufinv_16          2
clkbuf_1           3
inv_6              4
clkinv_4           2
clkinvlp_4         4
clkbuf_8           1
clkbuf_16         17
buf_6              1
buf_2            153
No activity file was given, so power comes from the tool's default toggle rates.
