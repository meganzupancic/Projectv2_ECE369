[run.sh]
#!/bin/bash
# OpenROAD 26Q1-2900-gdf79404cd8, Yosys 0.63+post, stock flow scripts
make -C /OpenROAD-flow-scripts/flow DESIGN_CONFIG=/design/flow/config.mk WORK_HOME=/design/flow/orfs finish
[config.mk]
export PLATFORM = sky130hd
export DESIGN_NAME = stage_EX
export DESIGN_NICKNAME = stage_EX
export VERILOG_FILES = /design/flow/design.v
export SDC_FILE = /design/flow/constraint.sdc
export NUM_CORES = 4
export LEC_CHECK = 1
export CORE_AREA = 10 10 109 109
export DIE_AREA = 0 0 119 119
[design.v]
`timescale 1ns / 1ps
module ALU32Bit(ALUControl, A, B, ALUResult, Zero);
	input [5:0] ALUControl;  
	input [31:0] A;	     
	input [31:0] B;
	output reg [31:0] ALUResult;	 
	output reg Zero;	     
	always @(*) begin
	   ALUResult <= 0;   
	   Zero <= 0;
		case (ALUControl)
			6'b100000:  
				ALUResult <= A + B;
			6'b100010:  
				ALUResult <= A - B;   
			6'b011000:  
				ALUResult <= A * B;
			6'b100100:  
				ALUResult <= A & B;
			6'b100101:  
				ALUResult <= A | B;
			6'b100111:  
				ALUResult <= ~($signed(A | B));
			6'b100110:  
				ALUResult <= A ^ B;
			6'b000000:  
				ALUResult <= B * (2**A);
			6'b111111:  
				ALUResult <= B / (2**A);
			6'b101010:  
				ALUResult <= (A < B) ? 32'b1 : 32'b0;
			6'b001000:  
				ALUResult <= A;
			6'b000001: begin  
				if (B == 5'b00001) begin   
					Zero <= ($signed(A) >= 0) ? 1'b1 : 1'b0;
				end
				else if (B == 0) begin   
					Zero <= ($signed(A) < 0) ? 1'b1 : 1'b0;
				end
			end
			6'b000100:  
    				Zero <= ($signed(A) == $signed(B)) ? 1'b1 : 1'b0;
			6'b000101:  
   				    Zero <= ($signed(A) != $signed(B)) ? 1'b1 : 1'b0;
			6'b000111:  
    				Zero <= ($signed(A) > 0) ? 1'b1 : 1'b0;
			6'b000110:  
    				Zero <= ($signed(A) <= 0) ? 1'b1 : 1'b0;
		  	6'b000010: begin  
			  	ALUResult <= 32'b0;
			  	Zero <= 1'b1;
			end
		  	6'b000011: begin  
			  	ALUResult <= 32'b0;
			  	Zero <= 1'b1;
			end
			default: begin
				ALUResult <= 32'b0;
				Zero <= 1'b0;
			end
		endcase
	end
endmodule
`timescale 1ns / 1ps
module ALUAdd(A, B, ALUAddResult);
    input [31:0] A;
    input [31:0] B;
    output reg [31:0] ALUAddResult;
    always @(*) begin
        ALUAddResult <= A + B;
    end
endmodule
`timescale 1ns / 1ps
module ALUControl(ALUOp, funct, ALUControl, shift_select);
  input [5:0] ALUOp;
  input [5:0] funct;
  output reg [5:0] ALUControl;
  output reg shift_select;
  always @(*) begin
    ALUControl = 6'b010101;   
    shift_select = 0;
    if (ALUOp == 6'b000000) begin
        case (funct)
           6'b100000:  
              ALUControl = 6'b100000;
	       6'b100010:  
              ALUControl = 6'b100010;
	       6'b100100:  
              ALUControl = 6'b100100;
	       6'b100101:  
              ALUControl = 6'b100101;
	       6'b100111:  
              ALUControl = 6'b100111;
	       6'b100110:  
              ALUControl = 6'b100110;
	       6'b000000: begin  
              ALUControl = 6'b000000;
              shift_select = 1;
           end
	       6'b000010: begin  
              ALUControl = 6'b111111;  
              shift_select = 1;
           end
            6'b101010:  
	      ALUControl = 6'b101010;
	       6'b001000:  
	      ALUControl = 6'b001000;
	    endcase
	end
	else begin
	    case (ALUOp)
	       6'b011100:   
	           ALUControl = 6'b011000;
           6'b101011:  
              ALUControl = 6'b100000;
	       6'b100011:  
	          ALUControl = 6'b100000;
	       6'b001000:  
	          ALUControl = 6'b100000;
	       6'b001100:  
		      ALUControl = 6'b100100;
	       6'b001101:  
		      ALUControl = 6'b100101;
	       6'b001110:  
		      ALUControl = 6'b100110;
	       6'b001010:  
		      ALUControl = 6'b101010;
	       6'b101000:  
		      ALUControl = 6'b100000;
   	        6'b100000:  
		      ALUControl = 6'b100000;
	       6'b101001:  
		      ALUControl = 6'b100000;
	       6'b100001:  
		      ALUControl = 6'b100000;
	       6'b000001:  
		      ALUControl = 6'b000001;
	       6'b000100:  
		      ALUControl = 6'b000100;
	       6'b000101:  
		      ALUControl = 6'b000101;
	       6'b000111:  
		      ALUControl = 6'b000111;
	       6'b000110:  
		      ALUControl = 6'b000110;
	       6'b000010:  
		      ALUControl = 6'b000010;
	       6'b000011:  
		      ALUControl = 6'b000011;
		   default: begin
		      ALUControl = 6'b010101;
		      shift_select = 0;
		   end
    endcase
    end
  end
endmodule
`timescale 1ns / 1ps
module Mux32Bit2To1(inA, inB, sel, out);
    input [31:0] inA;
    input [31:0] inB;
    input sel;
    output reg [31:0] out;
    always @(*) begin
        if (sel === 1'bx) begin
            out <= 32'b0;  
        end else if (sel == 0) begin
            out <= inA;
        end else begin
            out <= inB;
        end
    end
endmodule
`timescale 1ns / 1ps
module Mux5Bit2To1(inA, inB, sel, out);
    input [4:0] inA;
    input [4:0] inB;
    input sel;
    output reg [4:0] out;
    always @(*) begin
        if (sel === 1'bx) begin
            out <= 4'b0;  
        end else if (sel == 0) begin
            out <= inA;
        end else begin
            out <= inB;
        end
    end
endmodule
`timescale 1ns / 1ps
module ShiftLeft2(in, out);
    input [31:0] in;
    output reg [31:0] out;
    always @(*) begin 
        out <= in * 4;
    end
endmodule
`timescale 1ns / 1ps
module ZeroExtend5Bit(shamt, out);
    input [4:0] shamt;
    output reg [31:0] out;
    always @(*) begin
            out = {27'b0, shamt};
    end
endmodule
`timescale 1ns / 1ps
module stage_EX (RegWrite_in_EX, MemtoReg_in_EX, Branch_in_EX, MemRead_in_EX, MemWrite_in_EX, RegDst_EX, 
                 ALUOp_EX, ALUSrc_EX, PCAddResult_EX, ReadData1_EX, ReadData2_in_EX, SignExtResult_EX, 
                 rt_EX, rd_EX, RegWrite_out_EX, MemtoReg_out_EX, 
                 Branch_out_EX, MemRead_out_EX, MemWrite_out_EX, ALUAddResult_EX, Zero_EX, ALUResult_EX, 
                 ReadData2_out_EX, mux2_result_EX, size_in_EX, size_out_EX, JR_in_EX, JR_out_EX);
  input RegWrite_in_EX;
  input MemtoReg_in_EX;
  input Branch_in_EX;
  input MemRead_in_EX;
  input MemWrite_in_EX;
  input RegDst_EX;
  input [5:0] ALUOp_EX;
  input ALUSrc_EX;
  input [31:0] PCAddResult_EX;
  input [31:0] ReadData1_EX;
  input [31:0] ReadData2_in_EX;
  input [31:0] SignExtResult_EX;
  input [4:0] rt_EX;
  input [4:0] rd_EX;
  input [1:0] size_in_EX;
  input JR_in_EX;
  output RegWrite_out_EX;
  output MemtoReg_out_EX;
  output Branch_out_EX;
  output MemRead_out_EX;
  output MemWrite_out_EX;
  output [31:0] ALUAddResult_EX;
  output Zero_EX;
  output [31:0] ALUResult_EX;
  output [31:0] ReadData2_out_EX;
  output [4:0] mux2_result_EX;
  output [1:0] size_out_EX;
  output JR_out_EX;
  wire [31:0] SL_result_EX;
  wire [31:0] mux1_result_EX;
  wire [5:0] ALUControl_EX;
  wire shift_sel;
  wire [31:0] mux8_result_EX;
  wire [31:0] out_ze;
  assign RegWrite_out_EX = RegWrite_in_EX;
  assign MemtoReg_out_EX = MemtoReg_in_EX;
  assign Branch_out_EX = Branch_in_EX;
  assign MemRead_out_EX = MemRead_in_EX;
  assign MemWrite_out_EX = MemWrite_in_EX;
  assign ReadData2_out_EX = ReadData2_in_EX;
  assign size_out_EX = size_in_EX;
  assign JR_out_EX = JR_in_EX;
  ShiftLeft2 c1(SignExtResult_EX, SL_result_EX);
  ALUAdd c2(PCAddResult_EX, SL_result_EX, ALUAddResult_EX);
  Mux32Bit2To1 c3(ReadData2_in_EX, SignExtResult_EX, ALUSrc_EX, mux1_result_EX);
  ZeroExtend5Bit ze(SignExtResult_EX[10:6], out_ze);
  Mux32Bit2To1 mux8(ReadData1_EX, out_ze, shift_select, mux8_result_EX);
  ALUControl c4(ALUOp_EX, SignExtResult_EX[5:0], ALUControl_EX, shift_select);     
  ALU32Bit c5(ALUControl_EX, mux8_result_EX, mux1_result_EX, ALUResult_EX, Zero_EX);
  Mux5Bit2To1 c6(rt_EX, rd_EX, RegDst_EX, mux2_result_EX);
endmodule
[constraint.sdc]
current_design stage_EX

set clk_period 9.8
set clk_io_pct 0.2

create_clock -name clk0 -period $clk_period

set non_clock_inputs [all_inputs -no_clocks]
set_input_delay [expr $clk_period * $clk_io_pct] -clock clk0 $non_clock_inputs
set_output_delay [expr $clk_period * $clk_io_pct] -clock clk0 [all_outputs]
==> run_summary.xml <==
<?xml version="1.0" encoding="UTF-8"?>
<metrics>
  <group name="outcome">
    <metric name="status" unit="">finished clean</metric>
  </group>
  <group name="clock_network">
    <metric name="cts_post_setup_buffers_inserted" unit="">0</metric>
    <metric name="post_cts_resize_count" unit="">0</metric>
    <metric name="hold_buffers" unit="">0</metric>
  </group>
  <group name="die">
    <metric name="number_of_top_level_pins" unit="">264</metric>
    <metric name="floorplan.die_area" unit="um^2">14200</metric>
    <metric name="floorplan.core_util" unit="%">27.6</metric>
    <metric name="num_rows" unit="">36</metric>
    <metric name="dieHeight" unit="um">119</metric>
    <metric name="core-area" unit="um^2">9640</metric>
    <metric name="chipWidth" unit="um">119</metric>
  </group>
  <group name="final_timing">
    <metric name="fmax" unit="GHz">0.137</metric>
    <metric name="hold_viol" unit="">0</metric>
    <metric name="setup_tns" unit="ns">0</metric>
    <metric name="report.final.setup_viol" unit="">0</metric>
    <metric name="period_needed" unit="ns">7.29</metric>
    <metric name="maxSlewHeadroom" unit="%">45.1</metric>
    <metric name="grt_setup_unrepaired" unit="">false</metric>
    <metric name="final.period_utilization" unit="%">74.4</metric>
    <metric name="worstMarginPinSlew" unit="ns">0.823</metric>
    <metric name="fin_hold_ws" unit="ns">3.92</metric>
    <metric name="final_max_slew_viol_count" unit="">0</metric>
  </group>
  <group name="setup_path">
    <metric name="path_common_cell" unit="">clkdlybuf4s50_1</metric>
    <metric name="critical-path-max-stage-delay" unit="ns">0.59</metric>
    <metric name="worst_path_max_delay_cell" unit="">clkdlybuf4s50_1</metric>
    <metric name="critPathArrivalTime" unit="ns">5.33</metric>
    <metric name="critPathLaunchType" unit="">primary input</metric>
    <metric name="crit_required" unit="ns">7.84</metric>
    <metric name="timing.critical_path.cells" unit="">clkdlybuf4s50_1, ha_1, inv_1, fa_1, nor2b_1, o31a_1, o21ai_1, a2111oi_2, nor2_1, o221ai_1, xor2_1, clkdlybuf4s50_1</metric>
    <metric name="worstSetupEndpointType" unit="">primary output</metric>
    <metric name="buf_inv_on_cp" unit="">3</metric>
    <metric name="worst_path_dominant_cell_family" unit="">buffers and inverters</metric>
    <metric name="path_class" unit="">in -&gt; out</metric>
    <metric name="critical_path.max_fanout" unit="">6</metric>
  </group>
  <group name="synth">
    <metric name="yosys.cell_types.count" unit="">56</metric>
    <metric name="synth.top_cells.by_area" unit="">buf_4, ha_1, a21oi_1</metric>
    <metric name="post-synth-top-area-fraction" unit="%">22.0</metric>
    <metric name="yosys.stat.seqShare" unit="%">0</metric>
    <metric name="ys_cells" unit="">399</metric>
    <metric name="yosysTopAreaCell" unit="">buf_4</metric>
    <metric name="synth_cells" unit="">399</metric>
    <metric name="netlist_area" unit="um^2">2660</metric>
    <metric name="yosysWarnings" unit="">8</metric>
    <metric name="ys_area" unit="um^2">2660</metric>
    <metric name="avgSynthCellArea" unit="um^2">6.67</metric>
  </group>
  <group name="place">
    <metric name="dp_cells" unit="">573</metric>
    <metric name="buffer_ports.inserted" unit="">129</metric>
    <metric name="place.detailed.hpwl" unit="um">7160</metric>
    <metric name="routabilityCongestion" unit="">0.901</metric>
  </group>
  <group name="routing">
    <metric name="drt-total-wl" unit="um">8320</metric>
    <metric name="drt_first_pass_iters" unit="">4</metric>
    <metric name="post_detailed_route_drc_marker_count" unit="">0</metric>
    <metric name="vias" unit="">2750</metric>
    <metric name="insertedDiodeCount" unit="">0</metric>
    <metric name="wl_met2" unit="um">3770</metric>
    <metric name="met1_wl" unit="um">3960</metric>
    <metric name="highest_layer_used_for_signal_routing" unit="">met4</metric>
    <metric name="drtIter0Drc" unit="">132</metric>
    <metric name="via_per_inst" unit="">4.80</metric>
    <metric name="drt.antenna.violating_nets" unit="">0</metric>
    <metric name="detailroute.wirelength.met3" unit="um">516</metric>
    <metric name="wire_per_inst" unit="um">14.5</metric>
  </group>
  <group name="hold_path">
    <metric name="min-delay-path-class" unit="">in -&gt; out</metric>
    <metric name="hold-path-endpoint" unit="">ALUAddResult_EX[0]</metric>
    <metric name="worstHoldPathCells" unit="">0</metric>
    <metric name="min-delay-start" unit="">PCAddResult_EX[0]</metric>
  </group>
  <group name="global_routing">
    <metric name="grt_pass1_vias" unit="">2521</metric>
    <metric name="antenna_found_initial" unit="">0</metric>
    <metric name="grt_max_degree" unit="">33</metric>
    <metric name="global_route.usage.total" unit="%">10.7</metric>
    <metric name="global_route_wire_length_before_repair" unit="um">13100</metric>
    <metric name="gr-total-overflow" unit="">0</metric>
  </group>
  <group name="pwr">
    <metric name="p_total" unit="uW">201</metric>
    <metric name="powerDensity" unit="nW/um^2">57.5</metric>
    <metric name="worst_ir_drop_vdd" unit="mV">0.0271</metric>
    <metric name="power.static_leakage" unit="uW">0.00134</metric>
  </group>
  <group name="job">
    <metric name="max_cap_violations" unit="">0</metric>
    <metric name="tool_warnings" unit="">78</metric>
  </group>
  <group name="cells_and_area">
    <metric name="area_growth_syn_to_layout" unit="%">31.3</metric>
    <metric name="seq_area" unit="um^2">0</metric>
    <metric name="instances_no_fill" unit="">573</metric>
    <metric name="lay_top_cells" unit="">clkdlybuf4s50_1, nor2_1, a21oi_1</metric>
    <metric name="layout_top_cell" unit="">clkdlybuf4s50_1</metric>
    <metric name="post-route-util" unit="%">36.3</metric>
    <metric name="flop-count" unit="">0</metric>
    <metric name="nClkBuffers" unit="">0</metric>
    <metric name="layout-drive-gt1-share" unit="%">0.909</metric>
  </group>
</metrics>
## per-layer routing
layer / up-vias / GRT usage [%]
li1: 1442 / -
met1: 1207 / 14.6
met2: 87 / 17.2
met3: 14 / 2.25
met4: 0 / 1.45
met5: - / 0
## stage by stage
step | instance area (um^2) | worst slack, ns
floorplan | 2680 | 4.02
global placement | 3500 | 2.43
detailed placement | 3500 | 2.45
CTS | 3500 | 2.43
global route | 3500 | 2.25
finish | 3500 | 2.51
## worst max-delay path by stage
stage,startpoint,endpoint,slack (ns),cells past startpoint
finish,SignExtResult_EX[0],ALUAddResult_EX[30],2.51,12
global route,SignExtResult_EX[0],ALUAddResult_EX[30],2.25,12
CTS,SignExtResult_EX[0],ALUAddResult_EX[30],2.43,12
## where the power goes
group / internal [uW] / leakage [uW] / switching (uW) / total [uW]
registers: 0 / 0 / 0 / 0
logic: 116 / 0.00134 / 84.8 / 201
clock network: 0 / 0 / 0 / 0
## logic make-up after synthesis
logic type | synth area share [%]
fa+ha+maj | 14.8
simple gates | 20.3
other cells | 0.141
buf+inv | 26.1
mux | 0.752
compound gates | 31.6
xor+xnor | 6.25
## cells in the mapped netlist, drive strengths merged (2+ instances only)
cell type	count
nand2b	6
xor2	5
clkbuf	13
a21oi	31
nor3	12
or4b	3
nand2	23
a21o	12
o21ai	31
o311ai	4
a211oi	8
o21a	6
ha	29
a2111oi	3
nor2b	5
mux2i	2
nor2	37
nand4	4
o21bai	6
o31ai	2
inv	15
buf	79
xnor2	14
nand3	11
a31oi	5
o211ai	5
o31a	2
o22a	2
nor4	3
or3	2
a21boi	2
## layout make-up
class                      count  area [um^2]
tap                          133          166
multi-input combinational    296         1980
inverter                      15         56.3
timing repair buffer         129         1290
fill                         994         6140
No activity file was given, so power comes from the tool's default toggle rates.
